--- design/flow/constraint.sdc ---
current_design mux_syn

set clk_period 2.6
set clk_io_pct 0.2

create_clock -name clk0 -period $clk_period [get_ports {rd_clk}]
create_clock -name clk1 -period $clk_period [get_ports {wr_clk}]

set non_clock_inputs [all_inputs -no_clocks]
set_input_delay [expr $clk_period * $clk_io_pct] -clock clk0 $non_clock_inputs
set_output_delay [expr $clk_period * $clk_io_pct] -clock clk0 [all_outputs]
--- design/flow/run.sh ---
#!/bin/bash
# OpenROAD 26Q1-2900-gdf79404cd8, Yosys 0.63+post, stock flow scripts
make -C /OpenROAD-flow-scripts/flow DESIGN_CONFIG=/design/flow/config.mk WORK_HOME=/design/flow/orfs finish
--- design/flow/config.mk ---
export PLATFORM = sky130hd
export DESIGN_NAME = mux_syn
export DESIGN_NICKNAME = mux_syn
export VERILOG_FILES = /design/flow/design.v
export SDC_FILE = /design/flow/constraint.sdc
export NUM_CORES = 4
export LEC_CHECK = 1
export CORE_AREA = 10 10 86 86
export DIE_AREA = 0 0 96 96
--- design/flow/design.v ---
module mux_syn #(
    parameter DATA_WIDTH = 12
)
(
    input logic[DATA_WIDTH-1: 0] wr_data,
    input logic wr_req,
    input logic wr_clk,
    input logic wr_reset,
    input logic rd_clk,
    input logic rd_reset,
    output logic [DATA_WIDTH-1: 0] rd_data
);
logic rd_mux_sel;
logic wr_data_q;
logic wr_data_q0;
logic wr_data_q1;
logic wr_data_q2;
logic [DATA_WIDTH-1: 0] wr_data_reg;
logic [DATA_WIDTH-1: 0] rd_data_reg;
always_ff @(posedge wr_clk or negedge wr_reset) begin 
    if(!wr_reset) begin 
        wr_data_q <= 0;
        wr_data_reg <= 0;
    end 
    else begin 
        wr_data_q <= wr_req;
        wr_data_reg <= wr_data;
    end 
end 
always_ff @(posedge wr_clk or negedge wr_reset) begin 
    if(!wr_reset) begin 
        wr_data_q <= 0;
    end 
    else begin 
        wr_data_q <= wr_req;
    end 
end 
assign rd_mux_sel = (~wr_data_q2 & wr_data_q1) ;
always_ff @(posedge rd_clk or negedge rd_reset) begin 
    if(!rd_reset) begin 
        wr_data_q0 <= 0;
        wr_data_q1 <= 0;
        wr_data_q2 <= 0;
        rd_data <= 0;
    end 
    else begin 
        wr_data_q0 <= wr_data_q;
        wr_data_q1 <= wr_data_q0;
        wr_data_q2 <= wr_data_q1;
        rd_data <= rd_data_reg;
    end 
end 
always_comb begin 
     if(!rd_reset) begin 
        rd_data_reg <= 0;
    end 
    else begin 
       rd_data_reg = (rd_mux_sel == 1) ? wr_data_reg : rd_data;
    end 
end
endmodule
==> flow_metrics.env <==
# flow metrics
export IMPL_postCtsHoldBufs=0
export IMPL_antenna_found_initial=0
export IMPL_clk_pin_slew_ps=60
export IMPL_grt_start_max_net_pins=40
export IMPL_total_power_mw=0.896
export IMPL_drc_errors=0
export IMPL_die_h_um=96
export IMPL_netlist_area_um2=958
export IMPL_grt_pass1_wl_mm=3.17
export IMPL_ys_seq_frac=0.731
export IMPL_num_antenna_cells=0
export IMPL_path_cells="clkdlybuf4s50_1"
export IMPL_vias=574
export IMPL_grt_usage=0.0430
export IMPL_die_x_um=96
export IMPL_grt_ovfl_total=0
export IMPL_dr_pass1_iters=4
export IMPL_dieArea_um2=9220
export IMPL_drv_slew=0
export IMPL_grt_pass1_vias=683
export IMPL_vias_per_cell=3.32
export IMPL_place_inst=165
export IMPL_portBuffers=27
export IMPL_cp_top_family="buffers and inverters"
export IMPL_p_int_mw=0.720
export IMPL_drv_cap=0
export IMPL_slew_headroom=0.647
export IMPL_pwr_share_comb=0.083
export IMPL_p_seq_frac=0.523
export IMPL_crit_fanout=2
export IMPL_top_area_cell="dfrtp_1"
export IMPL_ys_warnings_count=2
export IMPL_ys_cells=68
export IMPL_grtUsageMet2=0.0482
export IMPL_area_growth_pct=44.3
export IMPL_yosysChipArea_um2=958
export IMPL_core_um2=5540
export IMPL_ant_nets=0
export IMPL_ios=29
export IMPL_use_met3=0.0197
export IMPL_hold_path_class="flop to flop"
export IMPL_cts_tree="yes"
export IMPL_top_cells_by_area="dfrtp_1 (73%), mux2i_1 (13%), nand2_1 (9.4%)"
export IMPL_num_rows=27
export IMPL_clock_sinks=28
export IMPL_met1_usage=0.0679
export IMPL_cp_end_kind="output pin"
export IMPL_crit_arrival_ps=1100
export IMPL_p_sw_mw=0.175
export IMPL_wl_mm=1.92
export IMPL_synth_cell_types=5
export IMPL_rsz0062_at_grt="false"
export IMPL_worst_path_buf_inv=1
export IMPL_preCtsSetupSlack_ps=920
export IMPL_drt_iter0_markers=49
export IMPL_tool_warnings=26
export IMPL_p_leak_nw=0.591
export IMPL_tightest_slew_ps=528
export IMPL_critPathRequiredTime_ps=2080
export IMPL_path_class="flop to output pin"
export IMPL_post_drt_wl_per_cell_um=11.1
export IMPL_swShare=0.196
export IMPL_startpoint_type="flop"
export IMPL_cts_repair_resized=0
export IMPL_grt_busiest_layer="met1"
export IMPL_top_area_frac=0.731
export IMPL_setup_slack_ps=981
export IMPL_gp_routability_congestion=0.763
export IMPL_crit_slowest_cell="clkdlybuf4s50_1"
export IMPL_setup_violations=0
export IMPL_netlist_instances=68
export IMPL_tns_ps=0
export IMPL_skew_ps=2.23
export IMPL_critPathMaxStageDelay_ps=500
export IMPL_cts_setup_buffers=0
export IMPL_peakVddDrop_mv=0.290
export IMPL_final_cells=173
export IMPL_power_density_nw_per_um2=648
export IMPL_drive_gt1_frac=0.0792
export IMPL_status="completed"
export IMPL_fp_util=0.173
export IMPL_final_hold_violation_count=0
export IMPL_numSynthFlops=28
export IMPL_clkPwrFrac=0.394
export IMPL_avgSynthCellArea_um2=14.1
layout make-up:
type / instances / area (µm²)
Multi-Input combinational cell: 37 / 224
Tap cell: 72 / 90.1
Clock buffer: 8 / 90.1
Timing Repair Buffer: 28 / 278
Fill cell: 589 / 4160
Sequential cell: 28 / 701
cells in the mapped netlist:
master / number
mux2i_1: 12
nor2b_4: 1
dfrtp_1: 28
nand2_1: 24
buf_6: 3
layer usage:
layer	vias up	wire [µm]
met5	-	0
met4	0	61
met3	5	138
met2	27	657
met1	263	1060
li1	279	-
power groups by stage:
stage / clock network (mW) / logic, mW / registers, mW
CTS: 0.360 / 0.0763 / 0.468
global route: 0.381 / 0.0830 / 0.470
finish: 0.353 / 0.0744 / 0.468
metrics by stage:
step,hold slack [ps],area [µm²],utilization
global placement,338,1290,0.233
CTS,356,1380,0.250
floorplan,224,958,-
global route,362,1380,0.250
finish,352,1380,0.250
detailed placement,343,1290,0.233
final timing paths:
check                           start              end  slack, ps  cells past startpoint
min in group clk1              wr_req        wr_data_q        720                      1
min in group asynchronous    wr_reset   wr_data_reg[9]        630                      1
max in group asynchronous    wr_reset  wr_data_reg[11]       1620                      1
setup reg to reg           wr_data_q2       rd_data[8]       1500                      2
setup / recovery           rd_data[8]       rd_data[8]        980                      1
hold reg to reg            wr_data_q0       wr_data_q1        350                      0
hold / removal             wr_data_q0       wr_data_q1        350                      0
max in group clk1          wr_data[6]   wr_data_reg[6]       1790                      1
cell families after synthesis:
family	after synthesis	share of synthesized area
buffers and inverters	3	0.0352
multiplexers	12	0.125
flip-flops	28	0.731
AND/OR/NAND/NOR	25	0.108
layout by cell type, fill, tap and decap left out, drive strengths merged:
master	n
clkbuf	8
nor2b	1
nand2	24
mux2i	12
buf	1
clkdlybuf4s50	27
dfrtp	28
Power and IR drop assume default switching activity.
